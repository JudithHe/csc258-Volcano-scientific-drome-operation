File: run.sh
#!/bin/bash
# OpenROAD 26Q1-2900-gdf79404cd8, Yosys 0.63+post, stock flow scripts
make -C /OpenROAD-flow-scripts/flow DESIGN_CONFIG=/design/flow/config.mk WORK_HOME=/design/flow/orfs finish
File: config.mk
export PLATFORM = sky130hd
export DESIGN_NAME = check_crash
export DESIGN_NICKNAME = check_crash
export VERILOG_FILES = /design/flow/design.v
export SDC_FILE = /design/flow/constraint.sdc
export NUM_CORES = 4
export LEC_CHECK = 1
export CORE_AREA = 10 10 105 105
export DIE_AREA = 0 0 115 115
File: constraint.sdc
current_design check_crash

set clk_period 1.6
set clk_io_pct 0.2

create_clock -name clk0 -period $clk_period [get_ports {clk}]

set non_clock_inputs [all_inputs -no_clocks]
set_input_delay [expr $clk_period * $clk_io_pct] -clock clk0 $non_clock_inputs
set_output_delay [expr $clk_period * $clk_io_pct] -clock clk0 [all_outputs]
File: design.v
module check_crash(
    input resetn,
    input clk,
    input [9:0] plane_y,
    input [9:0] mountain1_x,
    input [9:0] mountain1_y,
    input [9:0] mountain2_x,
    input [9:0] mountain2_y,
    input [9:0] lava_x,
    input [9:0] lava_y,
	 output reg [2:0]life,
    output game_over
    );
	wire crash;
	wire [9:0]plane_x;
	assign plane_x = 9'd100;
	assign crash = ((plane_y+9'd16 >= mountain1_y) && (plane_x+9'd16 >= mountain1_x) && (plane_x<= mountain1_x+50))
				|| (((plane_y+9'd16 >= mountain2_y) && (plane_x+9'd16 >= mountain2_x) && (plane_x<= mountain2_x+50)))
				|| ((( plane_x<= lava_x+8'd16)&& ( plane_x>= lava_x))&& ((plane_y<=lava_y+9'd16) && (plane_y>=lava_y)));
	always @(posedge clk, negedge resetn) 
	begin
		if(~resetn) life<=3'd3;
		else if (crash && life >0) life <= life-1;
	end
	assign game_over = (~resetn || life<= 3'd0)? 1'b1 : 1'b0;
endmodule
==> reports/metrics.cfg <==
[cells_and_area]
design_area_sq_um=3184
comb_area_sq_um=1592
flop_area_sq_um=77.57
stdcell_count=449
regMostFlops=life
num-fill-cells=857
reg.largest.list=life (3)
largest_register_ffs=3
drive_above_1_share_pct=33.72
syn_to_final_growth_pct=104.9

[pwr]
p_leak_nw=1.527
netSwitchingFraction_pct=33.82
p_comb_share_pct=73.1
p_switching_w=0.0004669
clkPwrFrac_pct=15.7
irDropWorstVdd_uv=293.7
power_density_nw_per_um2=433.5
p_int_w=0.0009135
seq_power_share_pct=11.1
p_total_w=0.001380

[synthesis]
topCellsByArea=ha_1 (38%), inv_1 (9.4%), xnor2_1 (3.9%)
synth-edff-count=0
ys_types=39
synth_warnings=1
yosys.area.top_type_share_pct=37.84
synth-async-reset-ratio_pct=100.0
yosysMostFrequentCell=ha_1
syn_avg_cell_area_sq_um=7.618
synth-main-ff-cell=dfstp_2
yosys-stat-area_sq_um=1554
yosys.stat.seqShare_pct=4.992
synth.cell_area_sq_um=1554
ys_cells=204
top_area_cell=ha_1
synth_flops=3
netlist_instances=204
netlist_top_cells_count=ha_1 (47), inv_1 (39), a21oi_1 (11)

[setup_path]
cp_top_family=AND-OR/OR-AND gates
cp-end-kind=flip-flop
crit_fanout=3
r2r_end=life[2]
critPathLaunchType=primary input
crit_path_top_delay_cell=ha_1
setup.reg_to_reg.worst_slack_ns=0
path_class=in -> reg
slowest_delay_ns=0.27
crit_chain=dlygate4sd2_1 > buf_4 > ha_1 > o211ai_1 > o21ai_1 > o2111ai_2 > a22oi_2 > o311ai_4 > a31oi_4 > mux2i_1
worstPathRequired_ns=1.74
path_buffers=2
rr_startpoint=life[0]
cp_data_arrival_time_ns=2.19
r2r_cells=7

[grt]
overflow=0
antenna_found_initial=0
grt_max_degree=6
grt_pass1_wl_um=8680
grt_pass1_vias=1906
grtUsageTotal_pct=7.789

[place]
dp_hpwl_um=4820
place.gp.congestion=0.8479
port-buffer-count=75
pre_cts_slack_ns=-1.255
place_area_sq_um=2872
dp.cells=438

[clock_tree]
clk_pin_slew_ns=0.03
clockBufferDepth=2
cts_hold_repair.buffers=0
cts_buffers=3
h-tree-depth=1
cts_root_buf=clkbuf_8
clkLatencyLatePin_ns=0.21
clock_sinks=3
tritoncts=built

[sta]
finalClockPeriodUsage_pct=128.6
min_period_ns=2.058
grt_setup_unrepaired=true
timing.fmax_ghz=0.4859
fin_ws_ns=-0.4582
setup_viol=4
relSlewSlack_pct=78.71
clock-skew-final_ns=0.001657
slew_violations=0
hold_viol=0
tightest_slew_ns=0.3144

[drt]
routed_wl_um=5401
n_antenna_cell=0
wl_per_cell_um=12.03
drt_iter0_drc=32
drc=0
antenna_left=0
routed_via_density=4.163
first_pass_iters=4
vias=1869

[die]
core_sq_um=8763
rows=34
die_area_sq_um=13230
fp_util_pct=17.73
io_pins=76
die_h_um=115
die_w_um=115

[outcome]
violations=setup timing
status=finished, violations left

[job]
maxCapViolations=0
warnings=33

[worst_hold_path]
hold_path.class=in -> async

-- layout by cell type (no fill, tap or decap), types with 3 or more instances in the layout --
| cell type | n |
|---|---|
| ha_4 | 7 |
| nor2_1 | 8 |
| ha_1 | 38 |
| nand2b_1 | 4 |
| a21oi_2 | 3 |
| inv_2 | 8 |
| a31oi_1 | 3 |
| o21a_1 | 6 |
| a21oi_1 | 8 |
| dlymetal6s2s_1 | 7 |
| nand2_1 | 9 |
| dlygate4sd2_1 | 11 |
| nand3_1 | 9 |
| xnor2_1 | 5 |
| o211ai_1 | 4 |
| clkbuf_2 | 3 |
| inv_1 | 29 |
| o2111ai_1 | 3 |
| clkdlybuf4s50_1 | 47 |
| buf_4 | 59 |
| nand4_1 | 4 |
| nor3_1 | 4 |
| o21ai_1 | 6 |
| clkbuf_8 | 3 |
-- repair_timing --
| action | CTS | global route |
|---|---|---|
| hold endpoints to repair | 0 | 0 |
| buffers inserted | 5 | 3 |
| cloned | 0 | 0 |
| resized | 74 | 28 |
| pin swaps | 22 | 16 |
| endpoints found under the setup margin | 4 | 4 |
-- layout make-up --
| cell class | count | share of cell area [%] |
|---|---|---|
| sequential | 3 | 2.436 |
| timing repair buffer | 133 | 36.86 |
| tap | 108 | 4.244 |
| multi-input combinational | 162 | 49.98 |
| inverter | 39 | 5.069 |
| clock buffer | 4 | 1.415 |
-- how the worst max path moves through the flow --
stage,cells after the start,from,end,slack (ns)
CTS,13,lava_y[5],life[2],-0.54
global route,10,plane_y[8],life[1],-0.57
finish,10,plane_y[1],life[2],-0.46
-- worst reg2reg max path: stages (launching register included) --
cell	delay [ns]
dfstp_2	0.52
inv_2	0.05
ha_4	0.15
ha_4	0.15
buf_4	0.12
buf_4	0.13
a31oi_4	0.19
mux2i_1	0.21
-- metrics by stage --
stage          setup TNS, ns  hold WS, ns  utilization, %
2_1_floorplan         -1.342      0.02441               -
3_3_place_gp          -3.745       0.5355           32.77
3_5_place_dp          -3.924       0.5538           32.77
4_1_cts               -1.589       0.4677           35.29
5_1_grt               -1.718       0.4726           36.34
6_report              -1.343       0.4583           36.34
-- power by group through the flow --
stage	sequential, W	combinational (W)	clock [W]
5_1_grt	0.000160	0.00113	0.000233
4_1_cts	0.000154	0.000988	0.000225
6_report	0.000153	0.00101	0.000217
-- per-layer routing --
metal	vias to the layer above	global-route usage [%]	share of wire, %
met3	2	2.743	8.9
met2	45	12.65	45
li1	1021	-	-
met4	0	0.3300	0.074
met5	-	0	0
met1	801	10.25	46
-- kinds of logic after synthesis --
kind of cell,share of synthesized area (%)
fa+ha+maj,37.84
buf+inv,9.420
mux,1.288
flops,4.992
xor+xnor,5.636
simple gates,16.91
compound gates,23.91
Power figures rest on the tool's default switching activity, not on a simulated workload.
