### flow/run.sh
#!/bin/bash
# OpenROAD 26Q1-2900-gdf79404cd8, Yosys 0.63+post, stock flow scripts
make -C /OpenROAD-flow-scripts/flow DESIGN_CONFIG=/design/flow/config.mk WORK_HOME=/design/flow/orfs finish
### flow/config.mk
export PLATFORM = sky130hd
export DESIGN_NAME = Controller
export DESIGN_NICKNAME = Controller
export VERILOG_FILES = /design/flow/design.v
export SDC_FILE = /design/flow/constraint.sdc
export NUM_CORES = 4
export LEC_CHECK = 1
export CORE_UTILIZATION = 30
### flow/constraint.sdc
current_design Controller

set clk_period 3.6
set clk_io_pct 0.2

create_clock -name clk0 -period $clk_period [get_ports {clk}]

set non_clock_inputs [all_inputs -no_clocks]
set_input_delay [expr $clk_period * $clk_io_pct] -clock clk0 $non_clock_inputs
set_output_delay [expr $clk_period * $clk_io_pct] -clock clk0 [all_outputs]
### flow/design.v
module Controller(
	input clk,
	input bright,
	input [9:0] x,  
	input [9:0] y,  
	input [9:0] plane_y,
	input [9:0] mountain1_x,
	input [9:0] mountain1_y,
	input [9:0] mountain2_x,
	input [9:0] mountain2_y,
	input [9:0] lava_x,
	input [9:0] lava_y,
	input [9:0] life1_x,
	input [9:0] life1_y,
	input [9:0] life2_x,
	input [9:0] life2_y,
	input [9:0] life3_x,
	input [9:0] life3_y,
	input [9:0] life,
	input game_over,
	output reg [7:0] red,
	output reg [7:0] green,
	output reg [7:0] blue
    );
	wire [9:0] plane_x;
	assign plane_x = 10'd100;
	always @ (posedge clk) begin
		if (~game_over) 
		begin
			if (~bright)
			begin
				red = 8'b0;
				green = 8'b0;
				blue = 8'b0;
			end	
			else if ((x >= plane_x) && (x <= plane_x + 10'd16) && (y >= plane_y) && (y <= plane_y+10'd16))
			begin
				red = 8'b0;
				green = 8'b0;
				blue = 8'b11111111;
			end	
			else if (
				((x >= mountain1_x) && (x <= mountain1_x + 10'd30) && ( y >= mountain1_y)) || 
				((x >= mountain2_x) && (x <= mountain2_x + 10'd30) && ( y >= mountain2_y)) 
				)
				begin
				red = 8'b0;
				green = 8'b11111111;
				blue = 8'b0; 
				end
			else if ((x >= lava_x) && (x <= lava_x + 10'd16) && (y >= lava_y) && (y <= lava_y + 10'd16))
			begin
				red = 8'b11111111;
				green = 8'b0;
				blue = 8'b0;
			end
			else if ((x >= life1_x) && (x <= life1_x + 10'd8) && (y >= life1_y) && (y <= life1_y + 10'd8) && life >=3'd1)
			begin
				red = 8'b11111111;
				green = 8'b0;
				blue = 8'b11111111;
			end
			else if ((x >= life2_x) && (x <= life2_x + 10'd8) && (y >= life2_y) && (y <= life2_y + 10'd8) && life >=3'd2)
			begin
				red = 8'b11111111;
				green = 8'b0;
				blue = 8'b11111111;
			end
			else if ((x >= life3_x) && (x <= life3_x + 10'd8) && (y >= life3_y) && (y <= life3_y + 10'd8) && life ==3'd3)
			begin
				red = 8'b11111111;
				green = 8'b0;
				blue = 8'b11111111;
			end
			else 
			begin
				red = 8'b0;
				green = 8'b0;
				blue = 8'b0;
				end
		end
		else 
			begin
				red = 8'b00000000;
				green = 8'b00000000;
				blue = 8'b00000000;
			end	
	end
endmodule
==> metrics.csv <==
metric;value;unit
fin_crit;3450;ps
seqPwrFrac;2.9;%
final-comb-area;5730;um2
drc;0;
path_max_fanout;2;
wirelength;19200;um
p_leak;4.66;nW
power;0.00128;W
place_inst;1359;
drtIter0Drc;183;
required;3720;ps
warnings;36;
cts_max_level;1;
die_area;21600;um2
antenna_found_initial;0;
fp.dieH;147;um
crit_path_end_kind;flop;
powerDensity;136;nW/um2
rows;52;
ant_nets;0;
synth_top_area_share;43.5;%
most-common-layout-cells;ha_1, clkdlybuf4s50_1, inv_1, buf_4, xnor2_1;
hold_viol_final;0;
cts_tree;built;
edf_count;0;
grt_usage;18.2;%
drt_first_pass_iters;4;
grt_pass1_vias;6503;
ir_drop;0.0967;mV
p_comb_share;83.4;%
io_pins;187;
hold_buffers;0;
worst_ep_arrival_time;3580;ps
switching_share;40.8;%
final-setup-viol-count;0;
nFillCells;2016;
num_vias;6601;
ys_ff;3;
ff_type;dfxtp_1;
lay_top_count;ha_1;
yosysWarnings;1;
worstSetupStartpointType;primary input;
seqCellArea;60.1;um2
hold_path.class;in2reg;
dp_hpwl;17000;um
tightestPinTransition;478;ps
cts_max_path_buffers;2;
whs;1190;ps
cap_violations;0;
slew_headroom;68.1;%
timing.setup.tns;0;ps
vias_per_cell;4.84;
diodes;0;
root_buffer;clkbuf_16;
ys_types;56;
ys_cells;825;
wl_per_cell;14.1;um
die_w;147;um
postSynthSeqShare;0.953;%
finalMaxSlewViolations;0;
max_freq;290;MHz
p_int;0.000760;W
finalClockPeriodUsage;95.9;%
gp_congestion;0.905;
io_buffer_count;186;
initCoreUtil;30.8;%
synth-async-reset-ratio;0;%
postLayoutCoreUtil;46.0;%
p_sw;0.000523;W
yosys.area.top_type;ha_1;
clkTransAtPathRegs;30;ps
synth_area_per_cell;7.64;um2
grt_overflow;0;
grt_pass1_wl;31600;um
cts_sinks;3;
critical_path_class;in2reg;
core;20400;um2
p_clk_share;13.6;%
synth_cells;825;
syn_to_final_growth;49.2;%
cts_buffers;3;
grt_max_degree;14;
status;complete, no violations;
top_cells_by_area;ha_1, inv_1, xnor2_1, a21oi_1, nand3_1;
synth_area;6300;um2
ys_chip_area;6300;um2
final_cells;1364;
layout-drive-gt1-share;12.4;%
[power groups by stage]
stage / sequential (W) / combinational, W / clock, W
final: 0.0000376 / 0.00107 / 0.000175
after global routing: 0.0000380 / 0.00122 / 0.000181
after CTS: 0.0000378 / 0.00106 / 0.000176
[synth_stat cells, types with 4 or more instances]
master	number
nand3_1	47
a21oi_1	55
xnor2_1	56
a21o_1	17
buf_4	21
nor4_1	6
nor2b_1	10
nand2_1	30
a31oi_1	4
o21ai_0	39
nor2_1	22
ha_1	219
a2111oi_0	4
o31ai_1	5
nand4_1	17
a211oi_1	13
nor3_1	21
inv_1	133
o211ai_1	8
o21bai_1	6
nand2b_1	12
o21a_1	15
o21ai_1	5
and3_1	10
[metrics by stage]
stage	setup slack [ps]	instance area, um2
after global placement	-297	9150
final	148	9400
after floorplan	466	6300
after detailed placement	-343	9150
after global routing	-18.9	9400
after CTS	10.0	9260
[critical path, cell delays in order]
cell,delay (ps)
clkdlybuf4s50_1,490
ha_1,170
and3_1,200
nand3_1,100
xnor2_1,140
ha_1,280
and4_1,220
and3_4,200
and3_4,190
a31oi_4,40
nor4_2,240
a211oi_1,100
buf_4,160
a2111oi_4,320
[worst paths after layout]
| kind | startpoint | endpoint | slack, ps | cells after the start |
|---|---|---|---|---|
| max | life2_x[3] | red[6] | 150 | 14 |
| min | bright | red[6] | 1190 | 3 |
[kinds of logic (layout without fill, tap and decap cells)]
family	Yosys count	count (layout)	synth area share (%)
compound gates	197	197	20.5
flops	3	3	0.953
fa+ha+maj	219	219	43.5
simple gates	196	196	16.8
buf+inv	154	423	10.4
xor+xnor	56	56	7.78
[sequential cells by signal, indices dropped and copies added, names as in the netlist]
signal and cells:
blue 1, green 1, red 1
[repair_timing]
item                                    in CTS  in global routing
gates cloned                                 0                  0
pin swaps                                    4                 27
setup buffers                                0                  1
resized                                      7                 40
endpoints found under the setup margin       2                  3
[metal layers]
| layer | vias up | wire, um | global-route usage, % |
|---|---|---|---|
| met5 | - | 0 | 0 |
| met4 | 0 | 290 | 2.42 |
| met3 | 14 | 515 | 1.01 |
| met2 | 119 | 9250 | 32.2 |
| met1 | 2934 | 9110 | 24.9 |
| li1 | 3534 | - | - |
[cell type report]
type	count	area share, %
tap	270	3.59
timing repair buffer	286	28.7
clock buffer	4	0.838
multi-input combinational	668	60.9
inverter	133	5.31
sequential	3	0.639
Power figures rest on the tool's default switching activity, not on a simulated workload.
